[design/flow/run.sh]
#!/bin/bash
# OpenROAD 26Q1-2900-gdf79404cd8, Yosys 0.63+post, stock flow scripts
make -C /OpenROAD-flow-scripts/flow DESIGN_CONFIG=/design/flow/config.mk WORK_HOME=/design/flow/orfs finish
[design/flow/config.mk]
export PLATFORM = sky130hd
export DESIGN_NAME = Registers
export DESIGN_NICKNAME = Registers
export VERILOG_FILES = /design/flow/design.v
export SDC_FILE = /design/flow/constraint.sdc
export NUM_CORES = 4
export LEC_CHECK = 1
export CORE_UTILIZATION = 40
[design/flow/constraint.sdc]
current_design Registers

set clk_period 2.2
set clk_io_pct 0.2

create_clock -name clk0 -period $clk_period [get_ports {i_Clk}]

set non_clock_inputs [all_inputs -no_clocks]
set_input_delay [expr $clk_period * $clk_io_pct] -clock clk0 $non_clock_inputs
set_output_delay [expr $clk_period * $clk_io_pct] -clock clk0 [all_outputs]
[design/flow/design.v]
module Registers (
	input 				i_Clk, i_Rst, i_fWE,
	input  		[4:0]	i_Rs1, i_Rs2, i_Rd,
	input  		[31:0]	i_Data,
	output reg	[31:0]	o_Data0, o_Data1
);
	reg [31:0] r_Reg [0:31];
	integer i;
	always@(posedge i_Clk, negedge i_Rst) 
		if(!i_Rst) 
			for (i=0; i<32; i=i+1) r_Reg[i] <= 32'b0;
		else if(i_fWE) 
			for (i=1; i<32; i=i+1) 
				if(i == i_Rd) r_Reg[i] <= i_Data;
	always@(posedge i_Clk, negedge i_Rst) 
		if(!i_Rst) begin
			o_Data0 <= 0;
			o_Data1 <= 0;
		end else begin
			o_Data0 <= r_Reg[i_Rs1];
			o_Data1 <= r_Reg[i_Rs2];
		end
endmodule
==> impl_metrics.py <==
# Generated from Yosys and OpenROAD reports
metrics = {
    "status": {
        "outcome": "finished, violations left",
        "failing_checks": "negative setup slack",
    },
    "yosys": {
        "number_of_different_library_cells_in_the_post_synthesis_netlist": 63,
        "synthArstFlopShare_pct": 100,
        "synth-area-yosys_um2": 52100,
        "synth_largest_type_area_fraction_pct": 50.7,
        "synthesis.area_um2": 52100,
        "syn_avg_cell_area_um2": 12.1,
        "ys.flops": 1056,
        "yosysWarnings": 2,
        "synth.yosys.num_cells": 4321,
        "postSynthCellCount": 4321,
        "seq_area_frac_synth_pct": 50.7,
        "ys.flop_type": "dfrtp_1",
        "yosysTopAreaCell": "dfrtp_1",
        "count_of_flip_flops_with_a_built_in_enable_after_synthesis": 0,
        "ys_top_cells_by_area": "dfrtp_1 (51%), mux2_2 (21%), a22oi_1 (7.4%), and3_1 (4.1%), nand3_1 (2.3%)",
    },
    "critical_path": {
        "crit_required_ns": 2.81,
        "path_delay_family": "buffers and inverters",
        "cp-start-kind": "input pin",
        "path_buffers": 6,
        "end_kind": "flip-flop",
        "cp_cell_sequence": "clkdlybuf4s50_1, buf_6, buf_4, nand2b_4, buf_12, buf_4, nor2_2, buf_12, a22oi_1, nand4_1, or4_4",
        "critical_path.max_fanout": 8,
        "max_stage_delay_cell_worst_path": "or4_4",
        "criticalPathCategory": "input pin to flip-flop",
        "crit_arrival_ns": 2.82,
        "max_stage_delay_ns": 0.55,
    },
    "global_routing": {
        "grt-ovfl-total": 0,
        "antenna_found_initial": 12,
        "vias_in_the_first_global_route": 44866,
        "pin_count_of_the_biggest_net_entering_global_routing": 93,
        "overall_track_demand_over_capacity_in_global_routing_pct": 41.6,
        "wire_length_of_the_first_global_routing_pass_um": 363000,
    },
    "floorplanning": {
        "core.rowCount": 132,
        "die_h_um": 363,
        "initial_core_util_pct": 40.3,
        "die-width_um": 363,
        "core-area_um2": 129000,
        "design.portCount": 114,
        "dieArea_um2": 132000,
    },
    "hold_path": {
        "hold_path.class": "input pin to asynchronous set/reset pin",
    },
    "cts": {
        "clock_sinks": 1056,
        "cts_tree": "yes",
        "cts_root_buffer": "clkbuf_16",
        "cts_made_buffers": 115,
        "clock_insertion_delay_worst_skew_ns": 0.78,
        "cts_max_level": 3,
        "clkTransAtPathRegs_ns": 0.06,
        "cts-root-to-sink-buffers": 3,
    },
    "drt": {
        "route.vias.total": 45538,
        "initialDrtViolationCount": 5072,
        "routedWlPerCell_um": 39.8,
        "firstDrtPassIters": 9,
        "drc": 0,
        "final_antenna_net_count": 0,
        "drt_wl_total_um": 267000,
        "drt-vias-per-instance": 6.79,
    },
    "timing": {
        "final_min_period_over_clock_period_pct": 100,
        "hold_ws_ns": 0.195,
        "final_hold_violation_count": 0,
        "fmax_mhz": 453,
        "worst_slew_margin_rel_pct": 49.5,
        "finalWorstSetupSlack_ns": -0.00664,
        "tns_ns": -0.00686,
        "finalClockSkew_ns": 0.0356,
        "final-setup-viol-count": 2,
        "timing.final.max_slew_violations": 0,
        "max_slew.worst_pin.slew_ns": 0.757,
        "post-route-min-period_ns": 2.21,
        "grt_setup_unrepaired": "true",
    },
    "finish": {
        "stdcell_count": 6706,
        "area_growth_pct": 31.3,
        "fill_cells": 10874,
        "post_route_cells_drive_above_1_share_pct": 44.4,
    },
    "pwr": {
        "pwr-share-comb_pct": 14.3,
        "power.switching_fraction_pct": 28.0,
        "clock_power_share_pct": 39.0,
        "power_switching_mw": 16.2,
        "max-vdd-ir-drop_uv": 618,
        "p_int_mw": 41.6,
        "power-per-cell-area_nw_per_um2": 844,
        "seq_power_share_pct": 46.7,
        "static-leakage-power_nw": 31.2,
    },
    "flow_run": {
        "timing.max_cap.violations": 0,
        "tool_warnings": 28,
    },
    "placed_design": {
        "dpl.cell_count": 6419,
        "gpl.final_weighted_congestion": 1.10,
        "detailedPlacementHpwl_um": 182000,
        "placement.io_buffers": 113,
    },
}
[final timing paths]
check	from	to	slack, ns	depth (start not counted)
worst max-delay path	i_Rs2[4]	o_Data1[21]	-0.007	11
worst min-delay path	i_Rst	r_Reg[10][2]	0.19	2
worst max register to register	r_Reg[12][12]	o_Data1[12]	0.12	5
worst min register to register	r_Reg[28][26]	r_Reg[28][26]	0.52	1
max in group asynchronous	i_Rst	r_Reg[4][23]	0.98	4
min in group clk0	i_Rs2[1]	o_Data1[16]	0.47	6
[timing repair]
action / CTS / global route
gates resized: 100 / 142
setup endpoints to repair: 70 / 64
hold buffers: 1 / 0
setup buffers: 27 / 26
endpoints found under the hold margin: 78 / 0
pin swaps: 13 / 55
cloned: 2 / 7
[worst reg2reg max path: stages, from the launching register on]
cell and delay, ns:
dfrtp_1 0.52, and3_1 0.32, a2111oi_2 0.32, buf_4 0.18, nand3_1 0.08, or4_4 0.52
[stage by stage]
step	cell area [um2]	setup WS, ns	total power, mW	util (%)
3_3_place_gp	62200	-1.50	34.6	48.1
6_report	68500	-0.00664	57.8	52.9
4_1_cts	67300	-0.0283	57.4	52.0
5_1_grt	68400	-0.0361	59.5	52.9
3_5_place_dp	62200	-1.46	34.8	48.1
2_1_floorplan	52200	0.0117	29.9	-
[Yosys cell counts (all sizes together), types with 2 or more instances]
library cell,instances
nand4,133
and3b,5
nor2b,10
a22o,16
and2,28
and3,344
dfrtp,1056
or3b,4
nor3b,7
clkbuf,318
inv,2
o311ai,2
mux2i,9
a32o,8
nand4b,2
nor4,10
mux2,998
buf,146
nand2b,8
or4,54
o21ai,3
a22oi,517
a32oi,78
nand3b,10
nand3,243
a222oi,23
a221oi,16
nor2,52
nor3,15
a21oi,3
or3,3
a2111oi,114
nand2,69
[power groups by stage]
stage	Sequential, mW	Combinational (mW)	Clock, mW
after CTS	26.8	7.91	22.7
after global routing	27.4	8.72	23.4
final	27.0	8.25	22.5
[registers in the layout, summed over array words and instances, names as in the netlist]
register	count
o_Data0	32
o_Data1	32
r_Reg	992
[kinds of logic (layout without fill, tap and decap cells)]
family / after synthesis / count (layout) / share of synthesized area (%)
other: 0 / 9 / 0
buffers and inverters: 466 / 1097 / 3.92
DFF: 1056 / 1056 / 50.7
AOI/OAI and AO/OA: 792 / 792 / 12.6
muxes: 1007 / 1007 / 21.7
and+or+nand+nor: 1000 / 1003 / 11.1
[layer usage]
layer | GRT usage, % | part of all wire, % | up-vias | wire length, um
met2 | 56.8 | 41 | 3442 | 110000
li1 | - | - | 17884 | -
met4 | 22.7 | 7.4 | 8 | 19700
met3 | 20.4 | 15 | 1089 | 39200
met1 | 55.1 | 37 | 23115 | 97800
met5 | 0.545 | 0.045 | - | 121
[cell type report]
| class | instances | area (um2) | share of cell area (%) |
|---|---|---|---|
| Antenna cell | 9 | 22.5 | 0.0329 |
| Clock buffer | 148 | 3190 | 4.66 |
| Clock inverter | 68 | 1190 | 1.74 |
| Inverter | 2 | 7.51 | 0.0110 |
| Multi-Input combinational cell | 2802 | 25100 | 36.7 |
| Sequential cell | 1056 | 26400 | 38.6 |
| Tap cell | 1742 | 2180 | 3.18 |
| Timing Repair Buffer | 879 | 10300 | 15.1 |
[cell usage in the layout, fill, tap and decap left out, drive strengths merged, types with 16 or more instances in the layout]
cell / n
mux2: 998
nand3: 243
clkdlybuf4s50: 98
a22oi: 517
buf: 760
bufinv: 29
a2111oi: 114
clkinv: 19
nand2: 69
and2: 28
a222oi: 23
a32oi: 78
a221oi: 16
a22o: 16
and3: 344
clkbuf: 155
or4: 54
dfrtp: 1056
nor2: 53
nand4: 133
No activity file was given, so power comes from the tool's default toggle rates.
