`./run.sh`:
```
#!/bin/bash
# OpenROAD 26Q1-2900-gdf79404cd8, Yosys 0.63+post, stock flow scripts
make -C /OpenROAD-flow-scripts/flow DESIGN_CONFIG=/design/flow/config.mk WORK_HOME=/design/flow/orfs finish
```
`./config.mk`:
```
export PLATFORM = sky130hd
export DESIGN_NAME = ALU
export DESIGN_NICKNAME = ALU
export VERILOG_FILES = /design/flow/design.v
export SDC_FILE = /design/flow/constraint.sdc
export NUM_CORES = 4
export LEC_CHECK = 1
export CORE_UTILIZATION = 30
```
`./constraint.sdc`:
```
current_design ALU

set clk_period 1.3
set clk_io_pct 0.2

create_clock -name clk0 -period $clk_period [get_ports {i_Clk}]

set non_clock_inputs [all_inputs -no_clocks]
set_input_delay [expr $clk_period * $clk_io_pct] -clock clk0 $non_clock_inputs
set_output_delay [expr $clk_period * $clk_io_pct] -clock clk0 [all_outputs]
```
`./design.v`:
```
module ALU (
	input					i_Clk,
	input 					i_Rst,
	input			[2:0]	i_Op,  
	input					i_fSub,
	input 					i_fSign,  
	input			[31:0]	i_Data0, i_Data1,
	output	reg		[31:0]	o_Data,
	output	reg				o_fBranch,
	output	reg				o_fNeg
);
wire [32:0] Sum_i_0;
wire [32:0] Sum_i_1;
wire [32:0] Sum_o;
wire [62:0]	SLL_i,	SRL_i;
wire [4:0]	Shamt;
wire		fZero;
wire		fUnsign;
reg	[31:0]	r_Data;
reg			r_fBranch;
reg			r_fNeg;
parameter LB 	 = 5'd0,  ADDI   = 5'd4,  AUIPC  = 5'd5,
		  S_TYPE = 5'd8,  R_TYPE = 5'd12, LUI 	 = 5'd13,
		  B_TYPE = 5'd24, JALR   = 5'd25, J_TYPE = 5'd27;
parameter	ADD  = 3'd0, SLL  = 3'd1, SLT  = 3'd2, SLTU = 3'd3,
			XOR  = 3'd4, SRL  = 3'd5, OR   = 3'd6, AND  = 3'd7;
parameter	BEQ  = 3'd0, BNE  = 3'd1, 
			BLT  = 3'd4, BGE  = 3'd5, BLTU = 3'd6, BGEU = 3'd7;
always@* begin
	r_fNeg = Sum_o[32];
	case(i_Op)
		ADD		: r_Data = Sum_o;
		SLL		: r_Data = SLL_i[~Shamt+:32];
		SLT		: r_Data = o_fNeg;
		SLTU	: r_Data = o_fNeg;
		XOR		: r_Data = i_Data0 ^ i_Data1;
		SRL		: r_Data = SRL_i[Shamt+:32];
		OR		: r_Data = i_Data0 | i_Data1;
		AND		: r_Data = i_Data0 & i_Data1;
		default : r_Data = 0;
	endcase
end
always@*
	case(i_Op)
		BEQ  	: r_fBranch =  fZero;
		BNE  	: r_fBranch = !fZero;
		BLT  	: r_fBranch =  Sum_o[32];
		BGE  	: r_fBranch = !Sum_o[32];
		BLTU 	: r_fBranch =  Sum_o[32];
		BGEU 	: r_fBranch = !Sum_o[32];
		default	: r_fBranch = 0;
	endcase
assign	fUnsign	= i_Op == SLTU || i_Op == BLTU || i_Op == BGEU; 
assign	Sum_i_0	= {i_Data0[31] & !fUnsign, i_Data0},
		Sum_i_1	= {i_Data1[31] & !fUnsign, i_Data1};
assign	Sum_o	= i_fSub ? Sum_i_0 - Sum_i_1 : Sum_i_0 + Sum_i_1;     
assign	fZero	= Sum_o[31:0] == 0;
assign	SLL_i	= {i_Data0, 31'b0}; 
assign	SRL_i	= {{31{i_fSign & i_Data0[31]}}, i_Data0};
assign	Shamt	= i_Data1[4:0];
always@(posedge i_Clk, negedge i_Rst) 
		if(!i_Rst) begin
			o_Data 		<= 0;
			o_fBranch 	<= 0;
			o_fNeg		<= 0;
		end else begin
			o_Data 		<= r_Data;
			o_fBranch 	<= r_fBranch;
			o_fNeg		<= r_fNeg;
		end
endmodule
```
==> summary.txt <==
On the backend side, the flow ran end to end.

The min-delay analysis places its worst path in the category in2async. The layout stage reports a final design area of 16500 um^2. The number of global-route vias before repair is 11700. The fmax stands at 250 MHz. Per the cell usage report, the commonest logic cell in the layout is sky130_fd_sc_hd__buf_4. The filler cells instantiated in the layout total 2650.

Compared with the post-synthesis result, the final layout area differs by 78.4%. In the routed layout, each cell is associated on average with a via count of 5.56. The net switching power figure stands at 5.13 mW. Dividing the detail-routed wire length by the instance count gives 22.7 um.

TritonCTS built the clock tree. Warnings reported by Yosys during synthesis add up to 1. The synthesis report names the predominant flop master as sky130_fd_sc_hd__dfrtp_1. The floorplan step set the die width to 178 um. Summing the areas of all fa, ha and maj instances in the mapped netlist gives 13.5% of the synthesized area.

The final setup skew stands at 0.00218 ns. The number of warnings the tools reported stands at 62. By instance count after routing, the leading logic cell types are sky130_fd_sc_hd__buf_4, sky130_fd_sc_hd__nor2_1, sky130_fd_sc_hd__ha_1.

The critical path contains buffers and inverters numbering 4 combined. The final reports fail on negative setup slack. The placeable core area stands at 30000 um^2. The run finished, with violations left. The die is 178 um tall. The smallest setup slack after layout stands at -2.70 ns. The floorplan-stage core utilization stands at 30.9%. The share of power burned in combinational logic stands at 76.6%.

In this run, the synthesized area fraction spent on AND-OR/OR-AND gates is recorded as 29.1%. Counting I/O delays and the setup requirement, the final critical path takes 4.00 ns. The number of clock sinks stands at 34.

The count of flip-flops with a built-in enable after synthesis stands at 0. The fraction of layout instances using a drive strength above 1 stands at 45.5%. The placement-stage worst setup slack stands at -3.47 ns. The arrival time at the worst endpoint stands at 4.16 ns. After synthesis, flip-flops and latches occupy 9.20% of the total area. Per the CTS log, the root buffer master is sky130_fd_sc_hd__clkbuf_16.

The fraction of power spent switching nets stands at 42.5%. The half-perimeter wire length of the detailed placement result stands at 39800 um. The report puts the hold buffer count at CTS at 0. The worst setup path is launched from a primary input. Counting flops and latches in the post-synthesis netlist gives 34. The via count stands at 12300.

The area fraction of the dominant cell type after synthesis stands at 13.3%. Nets still carrying antenna violations after routing amount to 0. The number of buffers created by CTS stands at 5. The headroom to the max-slew limit stands at 47.1%. Looking at the worst setup and hold paths, the clock pins of their registers show a slew of 0.06 ns. Clock latency on the worst-skew pair, taken at its later pin, is 0.28 ns.

The total design power stands at 12.1 mW. The standby leakage power stands at 7.56 nW. The worst vdd rail ir drop stands at 0.713 mV. The remaining design rule violation count stands at 0. At the end of routability-driven placement, the weighted congestion stood at 1.04. Summed over all instances, the cell type with the most area after synthesis is sky130_fd_sc_hd__ha_1. Input and output buffers added on the ports amount to 104.

The largest net degree at the start of global routing stands at 62. After detailed placement, the design holds a cell count of 2127. After layout, the worst path uses 307% of the clock period.

For reference, the most critical setup path is categorized as in2reg. Per the final timing report, the hold violations number 0. The clock network accounts for 13.1% of the total power. The synthesis report lists the most area-consuming cells as sky130_fd_sc_hd__ha_1, sky130_fd_sc_hd__dfrtp_1, sky130_fd_sc_hd__mux2i_1. After synthesis, the mean cell area works out to 7.23 um^2. The total grt overflow stands at 0.

Per STA, the worst path is made up of buf_8 -> inv_4 -> ha_4 -> or3b_4 -> nor3_4 -> buf_4 -> and2_4 -> a31oi_4 -> xnor2_2 -> ha_4 -> buf_6 -> a21oi_4 -> o21ai_2 -> a2111o_1 -> o21ai_2 -> a21boi_2 -> or3_4 -> a2111oi_4 -> nand4_1 -> mux2i_1 -> nand2_1. Cells fill 55.1% of the core in the end. In the final layout, flip-flops and latches occupy 851 um^2. The measured slew at the worst slew-check pin stands at 0.791 ns. The final instance count without filler cells stands at 2207.

The cell count after synthesis came out at 1278. STA classifies the critical path endpoint as a register. The initial antenna violation count stands at 1. The data required time at the worst endpoint stands at 1.46 ns.

Total global-route track usage over all layers is 32.3%. Summing all multi-input logic gate instances after layout gives 9300 um^2. Looking at the critical path, the single cell with the biggest stage delay is sky130_fd_sc_hd__or3b_4. In this run the count of I/O pins placed on the die edge is 105. In this run the deepest clock path goes through 2 buffers. The share of synthesized registers carrying an async set or reset stands at 100%. The number of max-slew violations in the final report stands at 0. The timing report attributes the biggest portion of critical-path delay to simple AND/OR/NAND/NOR gates.

The power report lists cell-internal power as 6.93 mW. Yosys mapped the design onto 88 distinct sky130hd cell types. The H-tree was split into 2 levels. The chip occupies 31500 um^2. The synth_stat.txt file lists the number of cells as 1278. The first-pass GRT wire length stands at 73500 um. Of the post-synthesis cell area, the part taken by muxes is 15.3%. The DRC marker count from the first detailed-route iteration stands at 1024. In the synthesized netlist, the dominant kind of combinational cell is AND-OR/OR-AND gates. The power density of the placed cells stands at 731 nW/um^2. For reference, XOR and XNOR gates occupy 4.74% of the area reported after synthesis. The yosys-reported design area after synthesis stands at 9240 um^2. The sequential cell fraction of total power stands at 10.3%. Setup repair after global routing could not meet its margin everywhere. The initialized floorplan defines 63 standard-cell rows.

The most critical hold endpoint after final layout shows a slack of 0.354 ns. The first-pass iteration count of the detailed router stands at 5. The largest fanout on the critical path stands at 3. The total negative slack stands at -66.03 ns. The number of setup violations in the final report stands at 34. The cell area after synthesis stands at 9240 um^2. Per the synthesis report, the simple-gate share of the synthesized area is 21.0%.

Per the detailed placement report, the placed cell area equals 14100 um^2. The wire length after detailed routing stands at 50100 um. The stage delay of the slowest cell on the critical path stands at 0.42 ns. The max-cap check violation count stands at 0.
[power by group through the flow]
| stage | Sequential (mW) | Combinational [mW] | Clock (mW) |
|---|---|---|---|
| 4_1_cts | 1.25 | 8.35 | 1.60 |
| 5_1_grt | 1.26 | 9.79 | 1.65 |
| 6_report | 1.25 | 9.23 | 1.58 |
[final cells by class]
| class | count | share of cell area [%] |
|---|---|---|
| clock inverters | 3 | 0.417 |
| repair buffers | 625 | 32.5 |
| inverters | 80 | 1.88 |
| multi-input cells | 1069 | 56.4 |
| well taps | 390 | 2.96 |
| diodes | 1 | 0.0152 |
| clock buffers | 5 | 0.759 |
| flip-flops and latches | 34 | 5.16 |
[sequential cells by signal (all words and copies together), names as in the netlist]
| name | cells |
|---|---|
| o_fBranch | 1 |
| o_fNeg | 1 |
| o_Data | 32 |
[cell usage after synthesis (11+ instances only)]
library cell	instances
sky130_fd_sc_hd__nor2_1	159
sky130_fd_sc_hd__a21oi_1	122
sky130_fd_sc_hd__ha_1	98
sky130_fd_sc_hd__nand2_1	95
sky130_fd_sc_hd__o21ai_0	83
sky130_fd_sc_hd__inv_1	78
sky130_fd_sc_hd__mux2i_1	76
sky130_fd_sc_hd__clkbuf_1	67
sky130_fd_sc_hd__xnor2_1	43
sky130_fd_sc_hd__dfrtp_1	34
sky130_fd_sc_hd__nor3_1	31
sky130_fd_sc_hd__nor2b_1	30
sky130_fd_sc_hd__mux4_2	28
sky130_fd_sc_hd__o32ai_1	23
sky130_fd_sc_hd__o211ai_1	22
sky130_fd_sc_hd__buf_1	21
sky130_fd_sc_hd__a31oi_1	19
sky130_fd_sc_hd__a221oi_1	17
sky130_fd_sc_hd__and3_1	13
sky130_fd_sc_hd__nand3_1	12
sky130_fd_sc_hd__a21o_1	11
sky130_fd_sc_hd__nand4_1	11
[path summary, 6_finish.rpt]
check                                 from         end  slack, ns  depth (start not counted)
worst max-delay path            i_Data1[0]   o_fBranch      -2.70                         21
worst min-delay path                 i_Rst  o_Data[18]       0.35                          2
worst max register to register      o_fNeg   o_Data[0]       0.07                          4
worst min register to register      o_fNeg   o_Data[0]       0.82                          4
max in group asynchronous            i_Rst  o_Data[24]       0.76                          2
min in group clk0               i_Data1[4]   o_Data[0]       0.70                          4
[what timing repair did]
action                     in CTS  in global routing
setup buffers                  47                 31
gates resized                 348                119
pin swaps                      89                 88
cloned                          4                  1
setup endpoints to repair      68                 34
[per-layer routing]
layer  vias to the layer above  part of all wire [%]  track usage, %
met5                         -                     0               0
met4                         0                   3.7            8.62
met3                        76                   7.3            4.06
met2                       500                    44            50.0
met1                      5917                    45            47.5
li1                       5778                     -               -
[kinds of logic after synthesis]
kind of cell,count (synthesis)
buf+inv,175
mux,106
simple gates,409
compound gates,405
flops,34
fa+ha+maj,99
xor+xnor,50
[worst register-to-register path: stages, from the launching register on]
cell	delay, ns
sky130_fd_sc_hd__dfrtp_1	0.41
sky130_fd_sc_hd__mux2_2	0.28
sky130_fd_sc_hd__a32o_1	0.20
sky130_fd_sc_hd__a21oi_1	0.14
sky130_fd_sc_hd__o21ai_2	0.08
Power and IR drop assume default switching activity.
